==> design/flow/design.v <==
module counter(
input logic CLK,
input logic [15:0] DATA,
input logic JMPE,
input logic [15:0] JMP_ADDR,
output logic [15:0] PC,
output logic PC_ENA
);
reg [3:0] code;
reg as_0, ad;
reg rd_comm;
reg [15:0]pc_next;
reg [15:0]pc_comm;
reg [15:0]pc_data;
reg rd_op2;
initial
    begin
	 pc_next = 16'h0002;
	 PC_ENA = 1'b0;
	 rd_comm = 1'b1;
	 end
always @(posedge CLK) 
    begin
	 if(JMPE) pc_next <= JMP_ADDR;
	 else pc_next <= pc_next + 2;
	 PC <= pc_next;
	 PC_ENA <= 1'b1;
    end
endmodule
==> design/flow/run.sh <==
#!/bin/bash
# OpenROAD 26Q1-2900-gdf79404cd8, Yosys 0.63+post, stock flow scripts
make -C /OpenROAD-flow-scripts/flow DESIGN_CONFIG=/design/flow/config.mk WORK_HOME=/design/flow/orfs finish
==> design/flow/config.mk <==
export PLATFORM = sky130hd
export DESIGN_NAME = counter
export DESIGN_NICKNAME = counter
export VERILOG_FILES = /design/flow/design.v
export SDC_FILE = /design/flow/constraint.sdc
export NUM_CORES = 4
export LEC_CHECK = 1
export CORE_AREA = 10 10 88 88
export DIE_AREA = 0 0 98 98
==> design/flow/constraint.sdc <==
current_design counter

set clk_period 3.6
set clk_io_pct 0.2

create_clock -name clk0 -period $clk_period [get_ports {CLK}]

set non_clock_inputs [all_inputs -no_clocks]
set_input_delay [expr $clk_period * $clk_io_pct] -clock clk0 $non_clock_inputs
set_output_delay [expr $clk_period * $clk_io_pct] -clock clk0 [all_outputs]
==> results_dict.tcl <==
# metrics dict for downstream scripts
set metrics [dict create \
    pwr_density_cell_nw_per_um2 526 \
    critPathMaxFanout 16 \
    cts_hold_buffers 0 \
    cts_root_buf "clkbuf_8" \
    area_growth_pct 49.0 \
    postSynthSeqShare 0.607 \
    cts_buffer_depth 2 \
    max_freq_mhz 504 \
    routabilityCongestion 0.759 \
    grt_pass1_wl_um 4170 \
    core_area_um2 5920 \
    power.total_mw 0.866 \
    clock_latency_ps 280 \
    yosys_cells 103 \
    holdCritPathClass "reg2reg" \
    ys_async_sr_fraction 0 \
    io_pins 51 \
    postLayoutCoreUtil 0.278 \
    hold_slack_ps 344 \
    dr.first_iter.drc_count 46 \
    cp_num_buf_inv 2 \
    tool_warnings 41 \
    design_area_um2 1650 \
    grt.busiest_layer "met2" \
    chipArea_um2 9600 \
    grt.total_usage 0.0527 \
    viasPerCell 3.65 \
    antenna_found_initial 0 \
    wl_per_cell_um 10.8 \
    ys.flop_type "dfxtp_1" \
    worstMarginPinSlew_ps 523 \
    cts_resized 0 \
    synth_flops 33 \
    cts_num_sinks 33 \
    clock_skew_ps 3.22 \
    status "complete, no violations" \
    dr.pass1.iters 4 \
    setup_viol_count_final 0 \
    num_vias 796 \
    syn_area_um2 1100 \
    period_minus_slack_ps 1990 \
    use_met1 0.0652 \
    die_h_um 98 \
    fp.dieW_um 98 \
    maxSlewViolCount 0 \
    maxCapViolations 0 \
    synthCells 103 \
    port_buffers 34 \
    ys_warn_count 1 \
    clk_pin_slew_ps 60 \
    worstPathCellList "clkdlybuf4s50_1, buf_4, mux2_2" \
    power_leakage_nw 0.595 \
    grt_pass1_vias 801 \
    final-hold-violation-count 0 \
    grt_max_degree 17 \
    antenna_cells_inserted 0 \
    use_met2 0.0792 \
    rsz0062_at_grt "no" \
    grt_use_met3 0.0313 \
    worst_setup_path_start_kind "primary input" \
    cts_setup_buffers 0 \
    crit_type "in2reg" \
    critPathArrivalTime_ps 2150 \
    fp_util 0.187 \
    cts_buffers 5 \
    instances_no_fill 218 \
    logic_area_um2 415 \
    slew_headroom 0.650 \
    crit_family "buffers and inverters" \
    ir_drop_v 0.000171 \
    ant_nets 0 \
    slowest_delay_ps 800 \
    drc 0 \
    edf_count 1 \
    dp.cells 210 \
    crit_path_top_delay_cell "clkdlybuf4s50_1" \
    ys_types 21 \
    drive_gt1_frac 0.105 \
    row_count 28 \
    worst_slack_ps 1610 \
    required_ps 3770 \
    fillCellCount 618 \
    fin_crit_sh 0.551 \
    htree_levels 2 \
    syn_area_per_cell_um2 10.7 \
    worstSetupEndpointType "register" \
    fin_setup_tns_ps 0 \
    wirelength_um 2370 \
    grt_overflow_total 0 \
    place_ws_ps 1280 \
    yosys_area_um2 1100 \
    placed_area_um2 1540 \
    cts_tree "yes" \
    regArea_um2 671 \
]
state kept, by name, indices dropped and copies added, names as in the netlist:
signal,cells
PC,16
pc_next,16
PC_ENA,1
layout by cell type (no fill, tap or decap):
| cell type | synthesis | layout |
|---|---|---|
| nand2_1 | 16 | 16 |
| xor2_1 | 2 | 2 |
| clkbuf_8 | 0 | 6 |
| xnor2_1 | 11 | 11 |
| nand3_2 | 1 | 1 |
| edfxtp_1 | 1 | 1 |
| nand4_1 | 2 | 2 |
| nor2_1 | 4 | 4 |
| o21ai_1 | 3 | 3 |
| nor4_2 | 2 | 2 |
| conb_1 | 1 | 1 |
| buf_4 | 0 | 1 |
| ha_1 | 1 | 1 |
| nand4_2 | 1 | 1 |
| nand3_1 | 3 | 3 |
| inv_1 | 2 | 2 |
| clkbuf_16 | 0 | 1 |
| mux2_2 | 2 | 2 |
| o21ai_0 | 10 | 10 |
| clkdlybuf4s50_1 | 0 | 34 |
| dfxtp_1 | 32 | 32 |
| and2_1 | 1 | 1 |
| nor3_1 | 4 | 4 |
| clkbuf_1 | 3 | 1 |
| nand4_4 | 1 | 1 |
kinds of logic (layout without fill, tap and decap cells):
kind of cell,count (synthesis),count (layout),synth area share
flops,33,33,0.607
mux,2,2,0.0204
buf+inv,5,45,0.0170
other cells,1,1,0.00339
fa+ha+maj,1,1,0.0113
xor+xnor,13,13,0.103
compound gates,13,13,0.0589
simple gates,35,35,0.179
report_power, final:
part | total (mW) | internal, mW | switching, mW
sequential | 0.441 | 0.409 | 0.0327
clock | 0.325 | 0.198 | 0.127
combinational | 0.0997 | 0.0723 | 0.0274
total | 0.866 | 0.679 | 0.187
Yosys cell counts, types with 3 or more instances:
library cell | n | area share
nand2_1 | 16 | 0.054
o21ai_1 | 3 | 0.014
nor2_1 | 4 | 0.014
clkbuf_1 | 3 | 0.010
dfxtp_1 | 32 | 0.58
nor3_1 | 4 | 0.018
nand3_1 | 3 | 0.014
xnor2_1 | 11 | 0.087
o21ai_0 | 10 | 0.045
cell type report:
type,instances,share of cell area
flip-flops and latches,33,0.407
multi-input cells,65,0.252
repair buffers,35,0.211
clock buffers,8,0.0676
well taps,75,0.0570
inverters,2,0.00456
path summary, 6_finish.rpt:
kind,start,end,slack (ps),cells after the start
setup / recovery,JMPE,pc_next[15],1610,3
hold reg to reg,pc_next[0],PC[0],340,0
hold / removal,pc_next[0],PC[0],340,0
setup reg to reg,pc_next[1],pc_next[15],1980,5
layer usage:
layer / vias to the layer above / part of all wire
met4: 0 / 0.0042
met2: 26 / 0.43
met3: 2 / 0.12
met1: 346 / 0.44
met5: - / 0
li1: 422 / -
