### run.sh
#!/bin/bash
# OpenROAD 26Q1-2900-gdf79404cd8, Yosys 0.63+post, stock flow scripts
make -C /OpenROAD-flow-scripts/flow DESIGN_CONFIG=/design/flow/config.mk WORK_HOME=/design/flow/orfs finish
### config.mk
export PLATFORM = sky130hd
export DESIGN_NAME = prog_mem
export DESIGN_NICKNAME = prog_mem
export VERILOG_FILES = /design/flow/design.v
export SDC_FILE = /design/flow/constraint.sdc
export NUM_CORES = 4
export LEC_CHECK = 1
export CORE_AREA = 10 10 113 113
export DIE_AREA = 0 0 123 123
export SYNTH_MEMORY_MAX_BITS = 65536
### constraint.sdc
current_design prog_mem

set clk_period 1.9
set clk_io_pct 0.2

create_clock -name clk0 -period $clk_period [get_ports {CLK}]

set non_clock_inputs [all_inputs -no_clocks]
set_input_delay [expr $clk_period * $clk_io_pct] -clock clk0 $non_clock_inputs
set_output_delay [expr $clk_period * $clk_io_pct] -clock clk0 [all_outputs]
### design.v
module prog_mem(
input logic CLK,
input logic [15:0]PC_ADDR,  
input logic PC_ENA,         
output logic [15:0]DATA     
);
reg [7:0] MEMORY [4096:0];  
reg [7:0] msbyte,lsbyte;  
initial
    begin
	 MEMORY[2] = 8'h40;
	 MEMORY[3] = 8'h34;
	 MEMORY[4] = 8'h02;
	 MEMORY[5] = 8'h00;
	 MEMORY[6] = 8'h44;
	 MEMORY[7] = 8'h05;
	 MEMORY[8] = 8'h40;
	 MEMORY[9] = 8'hB4;
	 MEMORY[10] = 8'h00;
	 MEMORY[11] = 8'h03;
	 MEMORY[12] = 8'h00;
	 MEMORY[13] = 8'h00;
	 MEMORY[14] = 8'h44;
	 MEMORY[15] = 8'hA5;
	 MEMORY[16] = 8'h00;
	 MEMORY[17] = 8'h04;
	 end
always @(posedge CLK) 
    begin
	 if(PC_ENA) 
	     begin
	     msbyte <= MEMORY[PC_ADDR];
		  lsbyte <= MEMORY[PC_ADDR+1];
		  DATA <= {msbyte,lsbyte};
		  end
    end
endmodule
==> impl_metrics.toml <==
# generated from flow reports
[clock_network]
clk_path_buf_depth = 2
insertion_delay_ps = 270
cts_made_buffers = 3
clkSinkCount = 28
clockRootBuffer = "clkbuf_8"
postCtsSetupBuffers = 0
path_clk_slew_ps = 90
cts_tree = "built"
htree_levels = 1

[routing]
dr.pass1.iters = 4
routed_wire_length_per_instance_um = 8.73
totalWireLength_mm = 2.42
drt-initial-drc-count = 20
drc = 0
viasPerCell = 2.99
ant_nets = 0
via_count = 827

[finish]
drive_gt1_share_pct = 26.4
stdcell_area_um2 = 1950
areaGrowthSynthToFinish_pct = 48.0

[run_status]
status = "finished, final reports clean"

[final_timing]
rsz0062_at_grt = "no"
post-route-period-util_pct = 94.4
worst_clock_skew_ps = 0.673
drv_slew = 0
final_hold_viol_count = 0
fmax_ghz = 0.557
hold-worst-slack_ps = 425
setup_viol = 0
fin_crit_ps = 1790

[pwr]
clockPowerShare_pct = 32.3
power_switching_w = 0.000262
ir_worst_vdd_uv = 400
power.density_nw_per_um2 = 719
p_leak_nw = 0.724
sw_frac_of_total_pct = 18.7
p_comb_share_pct = 14.6
p_int_w = 0.00114
power_frac_seq_pct = 53.2

[logic_synthesis]
yosysWarnings = 1
synth-edff-count = 28
syn_area_um2 = 1320
async_reset_ff_share_pct = 0
postSynthSeqShare_pct = 63.8
ff_type = "edfxtp_1"
yosysChipArea_um2 = 1320
netlist.area_leader.share_pct = 63.8
numSynthFlops = 28
syn_inst = 95
avgSynthCellArea_um2 = 13.9
netlist_top_cells_area = "edfxtp_1 (64%), ha_1 (6.6%), buf_4 (2.8%)"
synth.distinct_cells = 33
yosysTopAreaCell = "edfxtp_1"
yosysCellCount = 95

[global_route]
grt_antenna_before_repair = 1
grt_pass1_wl_mm = 4.20
grt_start_max_net_pins = 29
grt_pass1_vias = 855
grtUsageTotal_pct = 3.35
overflow = 0

[hold_path]
worstHoldStart = "lsbyte[1]"
holdCritPathClass = "reg2reg"

[die]
die_h_um = 123
die_w_um = 123
core-area_um2 = 10300
initial_core_util_pct = 12.8
fp-row-count = 37
io_pins = 34
dieArea_um2 = 15100

[job]
drv_cap = 0
tool_warnings = 41

[critical_path]
cp-endpoint = "lsbyte[5]"
slowest_delay_ps = 450
r2r-start = "msbyte[2]"
worstSetupStartpoint = "PC_ADDR[1]"
crit_chain = "clkdlybuf4s50_1, ha_1, ha_4, nor2b_1, a21oi_1, a21oi_2, a21o_1"
cp_slowest_cell = "clkdlybuf4s50_1"
critPathRequiredTime_ps = 1930
r2r-end = "DATA[10]"
rr_worst_depth = 0
critPathKind = "in2reg"
worstSetupEndpointType = "flop"
crit_path_max_fanout = 7
worstSetupStartpointType = "input port"
arrival_ps = 1820
regToRegSetupSlack_ps = 1270

[place]
placed_cell_area_um2 = 1860
gp_congestion = 0.847
port_buffers = 20
area by class of cell:
type                       instances  area, µm²
antenna                            1       2.50
clock buffer                       3       41.3
clock inverter                     1       30.0
fill                            1094       8370
inverter                           3       11.3
multi-input combinational         58        435
sequential                        28        841
tap                              136        170
timing repair buffer              47        418
worst max-delay path: cells and delay by family:
kind | cells | cell delay, ps
fa+ha+maj | 2 | 570
buf+inv | 1 | 450
compound gates | 3 | 370
simple gates | 1 | 60
per-stage QoR:
stage	power [W]	TNS (ps)	utilization, %	std cells	setup WS (ps)
after floorplan	0.000832	0	-	96	109
after global routing	0.00147	0	18.9	276	13.1
final	0.00140	0	18.9	277	106
after CTS	0.00142	0	18.8	276	3.78
after global placement	0.000961	-2110	18.0	272	-323
after detailed placement	0.000963	-2250	18.0	272	-330
placed cells by master (no fill, tap or decap), drive strengths merged:
master / instances
a211o: 1
inv: 3
nor2b: 2
clkbuf: 3
xor2: 2
nor2: 5
clkdlybuf4s50: 19
conb: 2
dlymetal6s2s: 1
ha: 7
a21oi: 8
buf: 27
nor3b: 1
mux2i: 2
and3: 1
diode: 1
a21boi: 1
or2b: 1
nand2: 4
a211oi: 2
or2: 1
a21o: 1
or3: 1
o21bai: 1
bufinv: 1
xnor2: 1
nand3: 3
o21a: 2
o211ai: 2
o32a: 1
nor3: 2
nand3b: 3
a2bb2o: 1
edfxtp: 28
worst min-delay path by stage:
stage / end / cells past startpoint / slack (ps)
after CTS: DATA[7] / 0 / 430
after global routing: DATA[5] / 0 / 430
final: DATA[1] / 0 / 430
synth_stat cells (2+ instances only):
cell	instances
mux2i_1	2
o211ai_1	2
inv_1	3
nand3b_1	3
a211oi_1	2
nor2_1	5
nor2b_1	2
ha_1	7
buf_4	5
nand2_1	4
edfxtp_1	28
nor3_1	2
xor2_1	2
nand3_1	2
o21a_1	2
a21oi_1	7
power groups by stage:
| stage | Combinational (W) | Clock, W | Sequential (W) |
|---|---|---|---|
| CTS | 0.000208 | 0.000463 | 0.000746 |
| global route | 0.000230 | 0.000490 | 0.000750 |
| finish | 0.000204 | 0.000452 | 0.000745 |
cell families (layout without fill, tap and decap cells):
family,Yosys count,after routing,share of synthesized area [%]
AOI/OAI and AO/OA,20,20,10.7
xor gates and xnor gates,3,3,2.56
adders and majority gates,7,7,6.65
buffers and inverters,10,54,4.37
DFF,28,28,63.8
muxes,2,2,1.52
other,1,3,0.285
and+or+nand+nor,24,24,10.1
repair_timing:
action	CTS	global route
pin swaps	0	1
resized	2	2
hold buffers	0	0
gates cloned	0	0
endpoints found under the setup margin	3	5
state kept, by name, indices dropped and copies added, names as in the netlist:
name / flops
DATA: 14
lsbyte: 7
msbyte: 7
metal layers:
layer	track usage, %	part of all wire, %	routed length [µm]
met2	4.55	39	934
met4	1.02	2.2	54
met3	1.53	12	292
met1	4.70	47	1140
met5	0	0	0
Power figures rest on the tool's default switching activity, not on a simulated workload.
